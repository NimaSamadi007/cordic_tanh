## /design/flow/constraint.sdc

```tcl
current_design cordicTanh

set clk_period 11.6
set clk_io_pct 0.2

create_clock -name clk0 -period $clk_period [get_ports {clk}]

set non_clock_inputs [all_inputs -no_clocks]
set_input_delay [expr $clk_period * $clk_io_pct] -clock clk0 $non_clock_inputs
set_output_delay [expr $clk_period * $clk_io_pct] -clock clk0 [all_outputs]
```

## /design/flow/design.v

```verilog
module cordicTanh(z0, clk, rst, out, flag);	
	input wire clk, rst;
	input wire signed [15:0] z0;
	output wire signed [15:0] out;
	output reg flag;
	reg [3:0] itr;
	reg signed [15:0] zj;
	wire signed [15:0] zn, zi, zval;
	reg signed [1:0] zsel;
	wire di;
	reg m;
	wire signed [15:0] tmpOut;
	reg [1:0] extreme;
	wire signed [15:0] extremeCheckN, extremeCheckP;
	reg signed [15:0] yj, xj;
	wire signed [15:0] yn, yi, yval, xn, xi, xval; 
	reg ysel, xsel;
	reg hold, clear;
	parameter [2:0] RST = 3'b000,
					TANH = 3'b001,
					REPEAT = 3'b010,
					DIVIDE = 3'b011,
					EXTR = 3'b100;
	reg [2:0] CS, NS;
	reg signed [15:0] ROM;
	always@(itr)
		case(itr)
			4'b0001: ROM = 16'h08CA;
			4'b0010: ROM = 16'h0416;
			4'b0011: ROM = 16'h0203;
			4'b0100: ROM = 16'h0100;
			4'b0101: ROM = 16'h0080;
			4'b0110: ROM = 16'h0040;
			4'b0111: ROM = 16'h0020;
			4'b1000: ROM = 16'h0010;
			4'b1001: ROM = 16'h0008;
			4'b1010: ROM = 16'h0004;
			4'b1011: ROM = 16'h0002;
			4'b1100: ROM = 16'h0001;
			4'b1101: ROM = 16'h0001;
			default: ROM = 16'h0001;
		endcase
	assign zval = (zsel == 2'b00) ? z0 :  
				  (zsel == 2'b01) ? 16'h0000:
				  (zsel == 2'b10) ? zn : 16'h0000;
	always @(posedge clk) 
		if(rst)
			zj <= 16'h0000;
		else
			zj <= zval;
	assign di = (m == 1'b0) ? zj[15] : (~yj[15]);  
	assign zi = (m == 1'b0) ? ROM : (16'h1000 >>> itr);  
	assign zn = (di == 1'b0) ? zj - zi : zi + zj;
	assign yval = (ysel == 1'b0) ? 16'h0000 : yn;
	always @(posedge clk) 
		if(rst)
			yj <= 16'h0000;
		else
			yj <= yval;
	assign yi = xj >>> itr;
	assign yn = (di == 1'b0) ? yj + yi : yj - yi;
	assign xval = (xsel == 1'b0) ? 16'h1000 : xn;  
	always @(posedge clk) 
		if(rst)
			xj <= 16'h1000;
		else
			xj <= xval;
	assign xi = yj >>> itr;
	assign xn = ({di, m} == 2'b00) ? xj + xi : 
				({di, m} == 2'b10) ? xj - xi : xj;
	always@(posedge clk)
		if(clear || rst)
			itr <= 5'b0_0001;
		else if(~hold)
			itr <= itr + 5'b0_0001;
	assign extremeCheckP = z0 - 16'h4000;
	assign extremeCheckN = z0 - 16'hC000;
	always @(CS, itr)
	case(CS)
		RST:
		begin  
		if (extremeCheckP[15] == 1'b0 || extremeCheckN[15] == 1'b1) 
			begin
			extreme = 2'b00;
			m = 1'b0;
			ysel = 1'b0;
			xsel = 1'b0;
			zsel = 2'b00;
			hold = 1'b1;
			clear = 1'b1;
			flag = 1'b0;
			NS = EXTR;				
			end
		else 
			begin
			extreme = 2'b00;
			m = 1'b0;  
			ysel = 1'b0;
			xsel = 1'b0;
			zsel = 2'b00;
			hold = 1'b1;
			clear = 1'b1;
			flag = 1'b0;
			NS = TANH;
			end
		end
		EXTR:
			if(extremeCheckP[15] == 1'b0 && z0[15] == 1'b0)  
				begin
				extreme = 2'b01;
				m = 1'b0;		
				ysel = 1'b0;
				xsel = 1'b0;
				zsel = 2'b00;
				hold = 1'b1;
				clear = 1'b1;
				flag = 1'b1;
				NS = RST;
				end
			else if(extremeCheckN[15] == 1'b1 && z0[15] == 1'b1)  
				begin
				extreme = 2'b10;
				m = 1'b0;		
				ysel = 1'b0;
				xsel = 1'b0;
				zsel = 2'b00;
				hold = 1'b1;
				clear = 1'b1;
				flag = 1'b1;
				NS = RST;
				end
		TANH:
			if(itr == 5'b0_1110)  
				begin
				extreme = 2'b00;	
				m = 1'b1;
				ysel = 1'b1;
				xsel = 1'b1;
				zsel = 2'b01;
				hold = 1'b1;
				clear = 1'b1;
				NS = DIVIDE;
				flag = 1'b0;
				end
			else
				begin
				extreme = 2'b00;  
				m = 1'b0;
				ysel = 1'b1;
				xsel = 1'b1;
				zsel = 2'b10;
				hold = 1'b1;
				clear = 1'b0;
				NS = REPEAT;
				flag = 1'b0;
				end
		REPEAT:  
			begin
			extreme = 2'b00;	
			m = 1'b0;
			ysel = 1'b1;
			xsel = 1'b1;
			zsel = 2'b10;
			hold = 1'b0;
			clear = 1'b0;
			NS = TANH;
			flag = 1'b0;
			end
		DIVIDE: 
		if (itr == 5'b0_1110)  
			begin              
			extreme = 2'b00;
			m = 1'b0;
			ysel = 1'b0;
			xsel = 1'b0;
			zsel = 2'b00;
			hold = 1'b1;
			clear = 1'b1;
			NS = RST;
			flag = 1'b1;
			end
		else
			begin  
			extreme = 2'b00;
			m = 1'b1;
			ysel = 1'b1;
			xsel = 1'b1;
			zsel = 2'b10;
			hold = 1'b0;
			clear = 1'b0;
			flag = 1'b0;
			NS = DIVIDE;
			end
	endcase 
	always@(posedge clk)  
		if(rst)
			CS <= RST;
		else
			CS <= NS;
	assign tmpOut = (extreme == 2'b00) ? zn : 
					(extreme == 2'b01) ? 16'h1000 :
					(extreme == 2'b10) ? 16'hF000 : zn;
	assign out = (flag) ? tmpOut : 16'hzzzz;
endmodule
```

## /design/flow/run.sh

```bash
#!/bin/bash
# OpenROAD 26Q1-2900-gdf79404cd8, Yosys 0.63+post, stock flow scripts
make -C /OpenROAD-flow-scripts/flow DESIGN_CONFIG=/design/flow/config.mk WORK_HOME=/design/flow/orfs finish
```

## /design/flow/config.mk

```make
export PLATFORM = sky130hd
export DESIGN_NAME = cordicTanh
export DESIGN_NICKNAME = cordicTanh
export VERILOG_FILES = /design/flow/design.v
export SDC_FILE = /design/flow/constraint.sdc
export NUM_CORES = 4
export LEC_CHECK = 1
export CORE_UTILIZATION = 40
```

==> summary.txt <==
Summary of the current implementation state.

- Across the run, the number of max-cap violations was 0.
- The cell sitting at the root of the clock tree is a clkbuf_16.
- The critical path startpoint category is a flip-flop, for reference.
- The clock-pin transition on the worst setup and hold timing paths is 0.06 ns, for reference.
- The final power report lists total power as 0.6724 mW.
- OpenROAD reports that the post-layout worst path occupies between 60% and 70% of the period.
- STA classifies the critical path endpoint as a primary output.
- The critical-path maximum fanout is about 52, for reference.
- The leakage power in the latest report is 3.519 nW.
- The data required time reported for the critical path is about 9.3 ns.
- The largest incremental delay on the critical path is about 0.73 ns, for reference.
- Per the final layout report, the fraction of cells sized above drive strength 1 comes to 10.58%.
- 13 endpoints have no timing constraint.
- The number of nets still failing antenna checks after routing is 0, for reference.
- The post-synthesis to final-layout area growth is 10.44%, for reference.
- In the final run the clock tree shows a worst skew of 0.007297 ns.
- The biggest area consumer among synthesized cells is dfxtp_1, for reference.
- The final sum of negative setup slack is 0 ns, for reference.
- The report lists the cells along the critical path as buf_4 > or4b_2 > o221ai_1 > o21ai_0 > mux2_2 > a21oi_1 > or2_2 > o21ai_0 > xnor2_1 > ha_1 > and2_1 > o21ai_0 > a21oi_1 > o21ai_0 > a21oi_1 > o221a_2 > o41ai_1 > xor2_1 > a21oi_1 > clkdlybuf4s50_1.
- The placeable core region is 18150 um^2, for reference.
- Per the detail_route report, vias per standard cell equal roughly 5.5.
- The transition time at the pin with the least slew margin is 0.8254 ns, for reference.
- The stage-log warning count is 33, for reference.
- The CTS tree is built, for reference.
- The register bit count reported by yosys is 79, for reference.
- The die boundary width is 139.0 um, for reference.
- The ratio of total power to cell area is 81.15 nW/um^2, for reference.
- The count of instantiated cells in the yosys netlist is around 930, for reference.
- The count of buffers added on input and output ports is 34.
- Dividing the detail-routed wire length by the instance count gives 15.69 um.
- Counting the buffers created by CTS gives 9.
- The footprint of the multi-input gates is roughly 5600 um^2, for reference.
- The data arrival time of the critical path is 5.71 ns, for reference.
- The first-pass GRT wire length is 30740 um, for reference.
- The report lists the number of standard-cell rows as 49.
- The count of pins on the block boundary is 35, for reference.
- The run finished with clean final reports.
- The share of the core filled by cells before placement is between 40 and 50%, for reference.
- Setup repair after global routing left no endpoint under its margin.
- In the synthesized netlist, the number of instances is a little over 900.
- The minimum period implied by the final worst setup slack is 8.026 ns, for reference.
- The timer found 12 register pins that no clock reaches; their paths are not timed.
- In the log, the iteration count for the first detailed-route pass is 5.
- In this run the number of H-tree levels came out at 3.
- The total detailed-routing wirelength is 18420 um, for reference.
- The total overflow left after global routing is 0.
- The most popular library cell in the synthesized design by count is nor2_1, for reference.
- The start-to-end type of the worst setup path is flip-flop to primary output, for reference.
- The diode insertion count for antenna repair is 0, for reference.
- The synthesis report lists the Yosys warning total as 2.
- The area recorded from the Yosys report for this design is between 7000 and 8000 um^2.
- The initial antenna violation count is 0, for reference.
- The worst slew margin relative to its limit is 44.97%, for reference.
- The highest supply drop recorded on VDD is 0.06727 mV.
- After synthesis the cells add up to 7503 um^2.
- The height of the die is 139.0 um, for reference.
- The largest net degree at the start of global routing is between 80 and 90, for reference.
- After its last routability iteration, the placer logged a weighted congestion of 0.8867.
- The via count of the first global-routing pass is 6115, for reference.
- The top cell type by area accounts for 17.88% of the synthesized area.
- The chip occupies 19310 um^2.
- The global-route total usage across every layer is 19.86%, for reference.
- The worst-case clock buffer depth is 2, for reference.
- The highest clock frequency the design can meet is 0.1246 GHz, for reference.
- The final hold violation count recorded for this run is 0.
- The via count is 6465, for reference.
- The dominant synthesized flop cell is dfxtp_1, for reference.
- Yosys reports that the most numerous cell types are 96 x nor2_1, 67 x dfxtp_1, 65 x a21oi_1.
- The post-synthesis average cell area is 8.051 um^2, for reference.
- On the critical path, the stage with the largest delay is an instance of or4b_2.
- The sum of net half-perimeters after detailed placement is roughly 14000 um, for reference.
- Counting flops with a built-in enable in the synthesized netlist gives 0.
- Per the layout area report, the register area comes to 1525 um^2.
- The end-of-flow timing check tallies setup violations at 0.
- For reference, the top cells by area after synthesis are dfxtp_1 18%, ha_1 9.5%, mux4_2 6.3%.
- The cts-stage hold buffer count is 0, for reference.
- The script parses the final routing iteration and logs DRC violations as 0.
- The count of final max-slew check failures is 0, for reference.
- According to the hold report, the worst path is of the flip-flop to flip-flop type.
- Yosys reported that registers with async set or reset make up 0%.
- The violation count after the first detailed-route iteration is 358, for reference.
- The report lists the number of cells resized after CTS as 0.
- The layout has 1775 filler cells.
- The number of setup buffers added after CTS is 0.
- The number of unique standard cell types used by synthesis is between 70 and 80, for reference.
- The later-pin clock latency in the skew report is 0.34 ns, for reference.
## cell families after synthesis
group / synth area share [%]
buffers and inverters: 5.670
xor gates and xnor gates: 9.338
AOI/OAI and AO/OA: 19.43
and+or+nand+nor: 20.86
DFF: 17.88
muxes: 14.12
adders and majority gates: 10.31
latches: 2.401
## power by group
part | internal (mW) | switching (mW)
clock network | 0.172 | 0.110
logic | 0.0782 | 0.0699
registers | 0.237 | 0.00491
total | 0.487 | 0.185
## area by class of cell
| type | instances | area share, % |
|---|---|---|
| Multi-Input combinational cell | 754 | 67.05 |
| Sequential cell | 79 | 18.41 |
| Timing Repair Buffer | 45 | 5.103 |
| Tap cell | 229 | 3.458 |
| Clock buffer | 10 | 2.884 |
| Inverter | 51 | 2.310 |
| Clock inverter | 6 | 0.7851 |
## critical path, delay by kind of cell, from the launching register on
kind | cells | cell delay (ns)
fa+ha+maj | 1 | 0.28
flops | 1 | 0.30
xor+xnor | 2 | 0.40
simple gates | 3 | 1.08
mux | 1 | 0.36
buf+inv | 2 | 0.77
compound gates | 11 | 2.16
## layer usage
layer,up-vias,track usage [%],routed length (um)
met3,14,3.659,930
met1,3003,29.81,9170
met2,108,31.13,8083
li1,3340,-,-
met5,-,0,0
met4,0,2.164,232
## metrics by stage
stage | hold slack [ns] | instances | worst slack (ns) | util (%) | cell area (um^2)
6_report | 0.5350 | 1174 | 3.574 | 45.66 | 8287
5_1_grt | 0.5662 | 1174 | 3.041 | 45.66 | 8287
4_1_cts | 0.5332 | 1174 | 3.529 | 45.66 | 8287
3_5_place_dp | 0.5229 | 1158 | 3.931 | 43.99 | 7983
3_3_place_gp | 0.5146 | 1158 | 4.017 | 43.99 | 7983
2_1_floorplan | 0.4811 | 932 | 5.145 | - | 7503
## flip-flops by register name, indices dropped and copies added (netlist names)
register  count
clear         1
CS            3
zsel          2
hold          1
itr           4
flag          1
ROM          12
xj           16
m             1
extreme       2
ysel          1
NS            3
zj           16
yj           16
## layout by cell type (no fill, tap or decap), drive strengths merged, types with 6 or more instances in the layout
cell | netlist | final
a211oi | 6 | 6
a21o | 21 | 21
a21oi | 65 | 65
a221oi | 7 | 7
a31oi | 11 | 11
and2 | 22 | 22
and3 | 8 | 8
buf | 24 | 11
clkbuf | 24 | 10
clkdlybuf4s50 | 0 | 34
dfxtp | 67 | 67
dlxtn | 12 | 12
ha | 57 | 57
inv | 50 | 50
mux2 | 26 | 26
mux2i | 29 | 29
mux4 | 21 | 21
nand2 | 64 | 64
nand2b | 19 | 19
nand3 | 28 | 28
nor2 | 98 | 98
nor2b | 25 | 25
nor3 | 19 | 19
nor3b | 7 | 7
o21a | 6 | 6
o21ai | 52 | 52
o31ai | 8 | 8
or2 | 7 | 7
xnor2 | 48 | 48
xor2 | 32 | 32
## worst paths after layout
path | to | slack (ns) | from | depth (start not counted)
worst max register to register | xj[15] | 6.38 | itr[0] | 19
worst min-delay path | xj[0] | 0.53 | xj[0] | 2
worst max-delay path | out[14] | 3.57 | itr[0] | 20
worst min register to register | xj[0] | 0.53 | xj[0] | 2
Power and IR drop assume default switching activity.
